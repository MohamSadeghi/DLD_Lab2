[flow/config.mk]
export PLATFORM = sky130hd
export DESIGN_NAME = Controller
export DESIGN_NICKNAME = Controller
export VERILOG_FILES = /design/flow/design.v
export SDC_FILE = /design/flow/constraint.sdc
export NUM_CORES = 4
export LEC_CHECK = 1
export CORE_AREA = 10 10 70 70
export DIE_AREA = 0 0 80 80
[flow/constraint.sdc]
current_design Controller

set clk_period 1.0
set clk_io_pct 0.2

create_clock -name clk0 -period $clk_period [get_ports {clk}]

set non_clock_inputs [all_inputs -no_clocks]
set_input_delay [expr $clk_period * $clk_io_pct] -clock clk0 $non_clock_inputs
set_output_delay [expr $clk_period * $clk_io_pct] -clock clk0 [all_outputs]
[flow/design.v]
module Controller(clk ,clken ,rst ,serin ,co1 ,co2 ,cod ,cnt1 ,cnt2 ,cntd ,ldcntd ,shen ,shend ,valid ,done);
input serin ,co1 ,co2 ,cod ,clk ,rst ,clken;
output cnt1 ,cnt2 ,cntd ,ldcntd ,shen ,shend ,valid ,done;
parameter IDLE = 3'b000 , PORT = 3'b001 , NUM = 3'b010 , DATA = 3'b011 , DONE = 3'b100 , LDC = 3'b101;
reg[2:0] ns ,ps;
always @(posedge clk,posedge rst) begin
    if(rst)
        ps = IDLE;
    else if(clken) ps = ns;
end
assign done = ps == DONE;
assign cnt1 = ps == PORT;
assign cnt2 = ps == NUM;
assign cntd = ps == DATA;
assign ldcntd = ps == LDC;
assign shen = ps == PORT;
assign shend = ps == NUM;
assign valid = (ps == DATA)||(ps == LDC);
always @(serin ,co1 ,co2 ,cod, ps) begin
    ns = 3'bxx;
    case (ps)
        IDLE: ns = serin ? IDLE : PORT;
        PORT: ns = co1 ? NUM : PORT;
        NUM: ns = co2 ? LDC : NUM;
        DATA: ns = cod ? DONE : DATA;
        DONE: ns = serin ? IDLE : PORT;
        LDC: ns = DATA;
        default: ns = 3'bxx;
    endcase
end
endmodule
[flow/run.sh]
#!/bin/bash
# OpenROAD 26Q1-2900-gdf79404cd8, Yosys 0.63+post, stock flow scripts
make -C /OpenROAD-flow-scripts/flow DESIGN_CONFIG=/design/flow/config.mk WORK_HOME=/design/flow/orfs finish
==> job_summary.md <==
### Yosys + OpenROAD results

| Metric | Value |
|---|---|
| Number of standard-cell rows in the floorplan | `21` |
| Relative contribution of the clock network to total power | `0.240` |
| Leak Pwr | `0.2797 nW` |
| Count of different cell masters after synthesis | `12` |
| Pin count of the biggest net entering global routing | `7` |
| Per-instance average area after synthesis | `10.06 µm²` |
| Clock tree root driver cell | `sky130_fd_sc_hd__clkbuf_4` |
| Max-slew violation total from the final report | `0` |
| Endpoints failing hold | `0` |
| Crit end category | `primary output` |
| Warning total across the stage logs | `27` |
| CTS buffer count | `3` |
| Crit Path Class | `register to primary output` |
| CTS tree | `done` |
| Leading area contributor after synthesis | `sky130_fd_sc_hd__dfrtp_1` |
| Critical-path cell list | `or2_4 -> buf_6` |
| Portion of the post-synthesis area used by sequential elements | `0.5576` |
| Area contributors post-synth | `sky130_fd_sc_hd__dfrtp_1 (46%), sky130_fd_sc_hd__dfstp_2 (9.7%), sky130_fd_sc_hd__buf_4 (8.3%), sky130_fd_sc_hd__a32o_1 (7.4%), sky130_fd_sc_hd__inv_1 (5.5%)` |
| Late-Pin Clk Latency | `0.25 ns` |
| Worst Max-Slew Pin Slew | `0.2341 ns` |
| Share of total power in combinational logic | `0.427` |
| CTS HTree Levels | `1` |
| Total power divided by cell area | `1746 mW/mm²` |
| Largest stage delay on the critical path | `0.37 ns` |
| First-pass GRT wire length | `1269 µm` |
| Hold WC Path Type | `primary input to async pin` |
| ANT nets after route | `0` |
| Worst supply voltage drop on vdd | `274.1 µV` |
| Proportion of layout cells with a drive suffix above 1 | `0.4630` |
| Horizontal die size | `80 µm` |
| Final critical delay including setup and external delays | `1.173 ns` |
| Kind of start point of the critical path | `register` |
| Initial detailed-routing violation count | `11` |
| Buffers from clock root to sink, at most | `2` |
| Post-synthesis chip area from yosys | `271.5 µm²` |
| Sw frac | `0.2361` |
| Largest driver fanout on the critical path | `2` |
| Chip footprint | `0.006400 mm²` |
| Most used cells in the layout excluding fill and tap cells | `sky130_fd_sc_hd__buf_6 (10), sky130_fd_sc_hd__buf_4 (7), sky130_fd_sc_hd__clkdlybuf4s50_1 (5), sky130_fd_sc_hd__dfrtp_1 (5), sky130_fd_sc_hd__inv_1 (4)` |
| Outcome | `finished with violations` |
| Largest register FFs | `6` |
| Flops out of synthesis | `6` |
| Total wirelength of the detailed-routed design | `848 µm` |
| Total gr overflow | `0` |
| Total via count after detailed routing | `298` |
| Drt drc | `0` |
| RePlAce Congestion | `0.6944` |
| Detailed-route wire length per cell | `8.480 µm` |
| Syn Std Cell Area | `271.5 µm²` |
| Post-Synthesis Cells | `27` |
| Sinks on the clock net | `6` |
| Slack of the critical path | `-0.1735 ns` |
| Fraction of power consumed by sequential logic | `0.334` |
| Ant diodes | `0` |
| Height of the chip | `80 µm` |
| Synth-to-layout area growth | `112.9%` |
| Failing checks | `negative setup slack` |
| Final critical-path share of the clock period | `1.173` |
| Cell total in the yosys stat output | `27` |
| Via count of the first global-routing pass | `327` |
| Unrepaired setup endpoints after global routing | `true` |
| Setup Slack @ Placement | `-0.2662 ns` |
| Slowest library cell on the worst path | `sky130_fd_sc_hd__dfrtp_1` |
| Highest-count logic cell in the final layout | `sky130_fd_sc_hd__buf_6` |
| Largest type area fraction | `0.4608` |
| Internal power consumption | `0.7711 mW` |
| Total track usage | `0.02390` |
| Pre-antenna DRT Iters | `2` |
| Switching power summed over all nets | `0.2383 mW` |
| Clock transition at the register clock pins on the worst setup and hold paths after CTS | `0.05 ns` |
| Yosys warning tally | `1` |
| Number of hold buffers added after cts | `0` |
| Input/output buffers | `14` |
| Maximum clock rate | `852.2 MHz` |
| Clock skew | `0.004751 ns` |
| Max-slew headroom | `0.8437` |
| Number of antenna violations at the first check in global routing | `0` |
| Max_cap viols | `0` |
| Required time reported for the critical path endpoint | `0.80 ns` |
| Post-route worst hold slack | `0.1716 ns` |
| WP data arrival | `0.97 ns` |
| Floorplan core density | `0.07949` |
| Number of top-level pins | `15` |
| Number of failing setup endpoints in the final timing report | `6` |
| Routed via count divided by cell count | `2.980` |
| Core area | `0.003416 mm²` |
==> worst paths after layout <==
check	startpoint	to	slack (ns)	depth (start not counted)
setup / recovery	ps[4]	valid	-0.17	2
setup reg to reg	ps[4]	ps[5]	-0.04	4
hold reg to reg	ps[0]	ps[0]	0.52	2
min in group clk0	clken	ps[2]	0.36	3
max in group asynchronous	rst	ps[0]	0.57	2
hold / removal	rst	ps[1]	0.17	2
==> layout make-up <==
type / count / area (µm²)
clock buffer: 4 / 26.28
fill: 371 / 2838
inverter: 4 / 15.01
multi-input combinational: 14 / 85.08
sequential: 6 / 151.4
tap: 46 / 57.56
timing repair buffer: 26 / 242.7
==> power groups by stage <==
| stage | clock [mW] | sequential, mW | combinational, mW |
|---|---|---|---|
| 4_1_cts | 0.246 | 0.334 | 0.484 |
| 5_1_grt | 0.260 | 0.343 | 0.470 |
| 6_report | 0.242 | 0.337 | 0.431 |
==> cells in the mapped netlist <==
| master | number |
|---|---|
| sky130_fd_sc_hd__o21ai_0 | 2 |
| sky130_fd_sc_hd__a32o_1 | 2 |
| sky130_fd_sc_hd__or2_0 | 1 |
| sky130_fd_sc_hd__dfrtp_1 | 5 |
| sky130_fd_sc_hd__nand2_1 | 3 |
| sky130_fd_sc_hd__a22o_1 | 1 |
| sky130_fd_sc_hd__dfstp_2 | 1 |
| sky130_fd_sc_hd__nand3_1 | 2 |
| sky130_fd_sc_hd__inv_1 | 4 |
| sky130_fd_sc_hd__a21oi_1 | 2 |
| sky130_fd_sc_hd__or2_2 | 1 |
| sky130_fd_sc_hd__buf_4 | 3 |
==> through the flow <==
step	setup TNS (ns)	util	cell area, µm²	total power [mW]	std cells
2_1_floorplan	0	-	271.5	0.4364	27
3_3_place_gp	-1.648	0.1462	499.2	0.6707	91
3_5_place_dp	-1.720	0.1462	499.2	0.6806	91
4_1_cts	-0.6723	0.1747	596.8	1.063	103
5_1_grt	-0.7058	0.1692	578.1	1.073	100
6_report	-0.4764	0.1692	578.1	1.009	100
==> layer usage <==
metal  part of all wire  track usage
met1               0.34      0.02139
met2               0.46      0.04173
met3               0.13      0.01136
met4              0.066      0.01585
met5                  0            0
==> worst max-delay path, delay by kind of cell, from the launching register on <==
family	cells	cell delay, ns
buf+inv	1	0.11
flops	1	0.37
simple gates	1	0.25
==> cells by family (layout without fill, tap and decap cells) <==
logic type | count (synthesis) | after routing | share of synthesized area
DFF | 6 | 6 | 0.5576
AOI/OAI and AO/OA | 7 | 7 | 0.1797
and+or+nand+nor | 7 | 7 | 0.1245
buffers and inverters | 7 | 34 | 0.1382
==> what timing repair did <==
action / in CTS / in global routing
pin swaps: 4 / 1
resized: 36 / 4
setup endpoints to repair: 8 / 11
setup buffers: 8 / 1
No activity file was given, so power comes from the tool's default toggle rates.
