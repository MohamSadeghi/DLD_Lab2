===== flow/config.mk =====
export PLATFORM = sky130hd
export DESIGN_NAME = LdCounter
export DESIGN_NICKNAME = LdCounter
export VERILOG_FILES = /design/flow/design.v
export SDC_FILE = /design/flow/constraint.sdc
export NUM_CORES = 4
export LEC_CHECK = 1
export CORE_AREA = 10 10 70 70
export DIE_AREA = 0 0 80 80

===== flow/constraint.sdc =====
current_design LdCounter

set clk_period 1.4
set clk_io_pct 0.2

create_clock -name clk0 -period $clk_period [get_ports {clk}]

set non_clock_inputs [all_inputs -no_clocks]
set_input_delay [expr $clk_period * $clk_io_pct] -clock clk0 $non_clock_inputs
set_output_delay [expr $clk_period * $clk_io_pct] -clock clk0 [all_outputs]

===== flow/design.v =====
module Counter #(parameter load) (clk ,rst ,clken ,cnt ,co);
    input clk ,rst ,clken ,cnt;
    output co;
    reg[1:0] ps;
    always @(posedge clk, posedge rst) begin
        if(rst) 
            ps = load;
        else if(clken && cnt)
            ps = ps + 1;
    end
    assign co = ps == 2'b11;
endmodule
module LdCounter (clk ,rst ,clken ,data ,cnt ,ld ,co ,out);
    input clk ,rst ,clken ,cnt ,ld;
    input[3:0] data;
    output co;
    output reg[3:0] out;
    always @(posedge clk, posedge rst) begin
        if(rst) 
            out = 0;
        else if(ld && clken)
            out = data - 1;
        else if(clken && cnt)
            out = out - 1;
    end
    assign co = out == 1;
endmodule

===== flow/run.sh =====
#!/bin/bash
# OpenROAD 26Q1-2900-gdf79404cd8, Yosys 0.63+post, stock flow scripts
make -C /OpenROAD-flow-scripts/flow DESIGN_CONFIG=/design/flow/config.mk WORK_HOME=/design/flow/orfs finish

==> job_summary.md <==
### Yosys + OpenROAD results

| Metric | Value |
|---|---|
| P_sw | `0.148 mW` |
| Initial DRC Count | `17` |
| Clk pin slew, worst setup/hold paths | `0.04 ns` |
| Pwr/cell area | `813 nW/µm²` |
| Fin crit share | `0.987` |
| Post-DRT Antenna Nets | `0` |
| Synthesized instance count | `35` |
| Clock Tree Buf Depth | `2` |
| Fin. Hold Viols | `0` |
| Number of synthesized register bits | `4` |
| Synth cell types | `18` |
| Total gr overflow | `0` |
| GR Util All Layers | `0.0320` |
| Ys cells | `35` |
| Share of post-route cells with drive strength above 1 | `0.365` |
| I/O pin count | `14` |
| Worst Hold Class | `input pin to asynchronous set/reset pin` |
| Pleak | `0.313 nW` |
| Max cap viols | `0` |
| DR WL/cell | `9.78 µm` |
| Initial antenna violation count | `0` |
| IO Port Bufs | `13` |
| Async S/R FF share, synth | `1.00` |
| Final setup violation count | `0` |
| H-tree depth | `1` |
| Count of tool warnings | `27` |
| N_diodes | `0` |
| Slew headroom | `0.774` |
| Core Region | `3420 µm²` |
| CP endpoint kind | `primary output` |
| Finished Layout Cells | `109` |
| Mapped cell area | `310 µm²` |
| Max FO, Critical Path | `2` |
| Most common library cells after synthesis | `inv_1 (6), dfrtp_1 (4), ha_1 (3), nor2_1 (3)` |
| RSZ-0062 raised after global routing | `yes` |
| Clock power frac | `0.256` |
| Comb pwr share | `0.461` |
| Post-layout util | `0.193` |
| Largest cells by area | `dfrtp_1 (32%), ha_1 (12%), inv_1 (7.3%)` |
| Area delta synth->final | `112%` |
| Top-area cell share | `0.323` |
| Part of the power in registers | `0.283` |
| DRT Pass-1 Iters | `3` |
| Die ar. | `6400 µm²` |
| Post-synthesis average cell area | `8.87 µm²` |
| Overall power | `0.535 mW` |
| FP Util | `0.0908` |
| CP startpoint kind | `register` |
| Tmin final | `1.38 ns` |
| Setup tns final | `0 ns` |
| Critical path arrival | `1.10 ns` |
| Clk sinks | `4` |
| Commonest flop | `dfrtp_1` |
| Worst-Margin Slew | `0.337 ns` |
| Final Wtd Congestion | `0.738` |
| TritonCTS clock tree | `done` |
| Max reg flops | `4` |
| Worst VDD drop | `0.146 mV` |
| Hold Buf Count CTS | `0` |
| Synth area leader | `dfrtp_1` |
| YS warnings | `1` |
| Final hold slack | `0.234 ns` |
| Flip-flops with a built-in enable | `0` |
| Worst clock skew | `0.000893 ns` |
| Top-count cell post-synth | `inv_1` |
| Via count | `362` |
| Vias per inst | `3.32` |
| Kind of critical path | `register to primary output` |
| Worst Path Required | `1.12 ns` |
| Sequential share of the synthesized area | `0.323` |
| CTS Root Cell | `clkbuf_4` |
| Final wirelength | `1070 µm` |
| Status | `complete, no violations` |
| Max Freq | `724 MHz` |
| DRC viols | `0` |
| Reg2Reg Setup Slack | `0.06 ns` |
| YS chip area | `310 µm²` |
| Final count of pins violating max slew | `0` |
| Total CTS buffers | `3` |
| Sw Ratio | `0.276` |
| Cells after DPL | `101` |
| Chip width | `80 µm` |
| Die Ht | `80 µm` |
| Internal Power | `0.387 mW` |
| First-pass GRT wire length | `1630 µm` |
| Late-Pin Clk Latency | `0.23 ns` |
| Row cnt | `21` |
| Largest net degree at the start of global routing | `11` |
| Vias in the first global route | `381` |
-- power groups by stage --
| stage | clock network [mW] | registers [mW] | logic (mW) |
|---|---|---|---|
| 6_report | 0.137 | 0.151 | 0.247 |
| 5_1_grt | 0.153 | 0.154 | 0.273 |
| 4_1_cts | 0.147 | 0.148 | 0.222 |
-- cells in the final DEF, fill, tap and decap left out, types with 2 or more instances in the layout --
| cell type | netlist | layout |
|---|---|---|
| dlymetal6s2s_1 | 0 | 3 |
| clkdlybuf4s50_1 | 0 | 5 |
| o21ai_0 | 2 | 2 |
| buf_6 | 0 | 3 |
| o22a_1 | 2 | 2 |
| nor2_1 | 3 | 3 |
| dlygate4sd2_1 | 0 | 4 |
| a32oi_1 | 2 | 2 |
| nor2b_1 | 2 | 2 |
| clkbuf_4 | 0 | 3 |
| buf_4 | 0 | 10 |
| inv_1 | 6 | 5 |
| dfrtp_1 | 4 | 4 |
| ha_1 | 3 | 2 |
-- cell families (layout without fill, tap and decap cells) --
group           after synthesis  in the layout  synth area share
fa+ha+maj                     3              3             0.121
flops                         4              4             0.323
compound gates               12             12             0.290
xor+xnor                      1              1            0.0282
simple gates                  8              8             0.153
buf+inv                       7             35            0.0847
-- worst paths after layout --
kind	end	from	cells past startpoint
max	co	out[1]	4
min	out[0]	rst	2
max reg2reg	out[3]	out[0]	5
min reg2reg	out[1]	out[1]	2
max in group asynchronous	out[1]	rst	2
min in group clk0	out[0]	data[0]	3
-- critical path, cell delays in order (launching register included) --
cell and delay, ns:
dfrtp_1 0.38, inv_2 0.08, ha_4 0.12, nor3b_4 0.18
buf_2 0.12
-- routing by layer --
layer	share of wire	global-route usage	vias up	routed length, µm
met5	0	0	-	0
met4	0.0075	0.00880	0	8
met3	0.074	0.0159	2	79
met2	0.47	0.0530	6	506
met1	0.44	0.0355	169	472
li1	-	-	185	-
-- timing repair --
action | in CTS | in global routing
resized | 12 | 8
cloned | 0 | 0
setup buffers | 4 | 1
endpoints found under the setup margin | 6 | 4
endpoints found under the hold margin | 0 | 0
pin swaps | 2 | 3
-- area by class of cell --
type                       instances  area, µm²
clock buffer                       3       22.5
fill                             378       2760
inverter                           6       22.5
multi-input combinational         24        219
sequential                         4        100
tap                               46       57.6
timing repair buffer              26        236
-- per-stage QoR --
stage	area, µm²	setup slack [ns]
after detailed placement	554	-0.257
after floorplan	310	0.216
after global placement	554	-0.263
after global routing	658	-0.0541
final	658	0.0183
after CTS	613	0.00277
Power figures rest on the tool's default switching activity, not on a simulated workload.
